==> flow/design.v <==
module bcd_mux #
(
    parameter DIS_NUM        = 4,
    parameter MLT_CNT = 10
)
(
    input                           clk_i,  
    input                           i_rst,  
    input  [(DIS_NUM*4) - 1:0] i_bcd_data,  
    output [3:0]                    o_bcd_muxed,  
    output [DIS_NUM-1:0]       o_bcd_sel  
);
   reg  [clogb2(MLT_CNT)-1:0] r_sel_counter;
   wire [clogb2(MLT_CNT)-1:0] sel_counter;
   wire                                   allow_display_count;
   always @ (posedge clk_i or negedge i_rst)
        if (!i_rst) r_sel_counter <= 0;
         else
            begin
                if (r_sel_counter == (MLT_CNT-1)) r_sel_counter <= 0;
                else r_sel_counter <= r_sel_counter + 1;    
            end
    reg [clogb2(DIS_NUM)-1:0]  r_display_count;
    wire [clogb2(DIS_NUM)-1:0] display_count;
    assign display_count = (!allow_display_count)? r_display_count :
                            (r_display_count == DIS_NUM)? 0 : r_display_count + 1;
    wire [0:3]                      bcd_out;
    wire [DIS_NUM-1:0]         bcd_sel;
    always @ (posedge clk_i or negedge i_rst)
            if (!i_rst) r_display_count <= 0;
            else
                begin
                    r_display_count <= display_count;
                end
   assign allow_display_count = (r_sel_counter == (MLT_CNT-1)) ? 1 : 0;
   assign bcd_out = i_bcd_data[4*(DIS_NUM - r_display_count - 1)+:4];
   assign o_bcd_muxed = bcd_out;
   assign bcd_sel = {{(DIS_NUM-1){1'b0}},1'b1} << r_display_count;
   assign o_bcd_sel = bcd_sel;
   function automatic integer clogb2;
   input integer value;  
   begin
       value = value - 1;
       for (clogb2 = 0; value > 0; clogb2 = clogb2 + 1) begin
           value = value >> 1;
       end
   end
endfunction 
endmodule    
module decoder
(
    input  [3:0]    i_bcd,  
    output [6:0]    o_segments  
);
  reg [6:0]  segments;  
    always @(i_bcd)
    begin
        case (i_bcd)
                  0 : segments = 7'b0000001;
                  1 : segments = 7'b1001111;
                  2 : segments = 7'b0010010;
                  3 : segments = 7'b0000110;
                  4 : segments = 7'b1001100;
                  5 : segments = 7'b0100100;
                  6 : segments = 7'b0100000;
                  7 : segments = 7'b0001111;
                  8 : segments = 7'b0000000;
                  9 : segments = 7'b0000100;
                  default: segments = 7'b0000000;
        endcase
    end
    assign o_segments = segments; 
endmodule
module s7_display #
(
    parameter DIS_NUM = 4,
    parameter MLT_CNT = 10
)
(
    input                           clk_i,  
    input                           i_rst,  
    input  [(DIS_NUM*4) - 1:0] i_bcd_data,  
    output [6:0]                    o_segments,  
    output [DIS_NUM-1:0]       o_segments_sel  
);
 wire [3:0]              bcd_muxed;
 wire [DIS_NUM-1:0] bcd_sel;
 wire [6:0]              segments;
 bcd_mux #
 (
   .DIS_NUM        (DIS_NUM),
   .MLT_CNT (MLT_CNT)   
 )
 U_bcd_mux
 (
   .clk_i         (clk_i),
   .i_rst         (i_rst),
   .i_bcd_data    (i_bcd_data),
   .o_bcd_muxed   (bcd_muxed),
   .o_bcd_sel     (bcd_sel)
 );
 decoder U_decoder
 (
   .i_bcd           (bcd_muxed),
   .o_segments      (segments)
 );
 assign o_segments = segments;
 assign o_segments_sel = bcd_sel;
 endmodule
module s7_stoper #(
  parameter DIS_NUM = 6
  ) (
  i_clk, i_rst,
  o_segments, o_segments_sel
);
input  i_clk;
input  i_rst;
output [6:0]                o_segments;
output [DIS_NUM-1:0]        o_segments_sel;
wire [23:0] stoper_data;
s7_display #(
  .DIS_NUM(DIS_NUM)
) mod_display (
  .clk_i(i_clk),
  .i_rst(i_rst),
  .i_bcd_data(stoper_data),
  .o_segments(o_segments),
  .o_segments_sel(o_segments_sel)
);
stoper mod_stoper (
  .i_clk(i_clk),
  .i_rst(i_rst),
  .o_bcd_time(stoper_data)
);
endmodule  
module stoper (
    input i_clk,
    input i_rst,
    output [23:0] o_bcd_time
);
reg [23:0] o_bcd_time_r;
reg [9:0] ms_counter;    
reg [5:0] sec_counter;   
reg [3:0] min_counter;   
reg [3:0] ms_hundred;    
reg [3:0] ms_ten;        
reg [3:0] ms_one;        
reg [3:0] sec_ten;       
reg [3:0] sec_one;       
reg [3:0] min_one;       
always @(posedge i_clk or posedge i_rst) begin
    if (i_rst) begin
        ms_counter <= 10'd0;
        sec_counter <= 6'd0;
        min_counter <= 4'd0;
        ms_hundred <= 4'd0;
        ms_ten <= 4'd0;
        ms_one <= 4'd0;
        sec_ten <= 4'd0;
        sec_one <= 4'd0;
        min_one <= 4'd0;
        o_bcd_time_r <= 24'd0;
    end else begin
        ms_counter <= ms_counter + 1;
        if (ms_counter == 10'd999) begin
            ms_counter <= 10'd0;
            sec_counter <= sec_counter + 1;
            if (sec_counter == 6'd59) begin
                sec_counter <= 6'd0;
                min_counter <= min_counter + 1;
                if (min_counter == 4'd9) begin
                    min_counter <= 4'd0;
                end
            end
        end
        ms_hundred <= ms_counter / 100;
        ms_ten <= (ms_counter % 100) / 10;
        ms_one <= ms_counter % 10;
        sec_ten <= sec_counter / 10;
        sec_one <= sec_counter % 10;
        min_one <= min_counter;
        o_bcd_time_r <= {min_one, sec_ten, sec_one, ms_hundred, ms_ten, ms_one};
    end
end
assign o_bcd_time = o_bcd_time_r;
endmodule
==> flow/run.sh <==
#!/bin/bash
# OpenROAD 26Q1-2900-gdf79404cd8, Yosys 0.63+post, stock flow scripts
make -C /OpenROAD-flow-scripts/flow DESIGN_CONFIG=/design/flow/config.mk WORK_HOME=/design/flow/orfs finish
==> flow/config.mk <==
export PLATFORM = sky130hd
export DESIGN_NAME = s7_stoper
export DESIGN_NICKNAME = s7_stoper
export VERILOG_FILES = /design/flow/design.v
export SDC_FILE = /design/flow/constraint.sdc
export NUM_CORES = 4
export LEC_CHECK = 1
export CORE_UTILIZATION = 30
==> flow/constraint.sdc <==
current_design s7_stoper

set clk_period 7.7
set clk_io_pct 0.2

create_clock -name clk0 -period $clk_period [get_ports {i_clk}]

set non_clock_inputs [all_inputs -no_clocks]
set_input_delay [expr $clk_period * $clk_io_pct] -clock clk0 $non_clock_inputs
set_output_delay [expr $clk_period * $clk_io_pct] -clock clk0 [all_outputs]
==> run summary <==
flow finished, numbers: outcome=complete, no violations, hold_sp=mod_stoper.sec_ten[2], Worst Skew=about 0.0069 ns, Slew headroom=between 30% and 40%, First-pass DRT Iterations=5, sink of the worst hold path=mod_stoper.o_bcd_time_r[18], Dominant flop cell=dfrtp_1, Worst R2R Start=mod_stoper.ms_counter[5], crit path time final=7.21 ns, post-synthesis instance total=732, worst min-delay path category=flip-flop to flip-flop, top cells by area=dfrtp_1, ha_1, o21ai_0, number of remaining DRC errors=0, Clock Latency Late Sink=roughly 0.32 ns, cell total in the yosys stat output=around 730, CTS Sinks=roughly 73, gr ovfl total=0, Post-Syn Area=about 6000 um2, Yosys top cell area share=approximately 31%, yosys warning tally=3, Port Buffer Count=14, R2R Path End=mod_stoper.ms_ten[0], initial drt markers=between 400 and 500, max cap viols=0, Clock Path Buffers=2, Worst Path Max Fanout=19, htree depth=3, Cell Type Count=~90, R2R depth=22, total track usage=between 10% and 20%, setup violators final=0, Core Area=around 20000 um2, die footprint=between 20000 and 25000 um2, Die Y=~140 um, setup bufs post-CTS=0, I/O Pins=15, Synth area leader=dfrtp_1, kind of critical path=flip-flop to flip-flop, Crit. End Element=flip-flop, first-pass GRT wire length=between 20000 and 25000 um, hold depth=0, share of post-route cells with drive strength above 1=8.68%, Logic cell area=just under 4000 um2, Peak supply drop=0.122 mV, largest net degree at the start of global routing=36, setup_tns=0 ns, tool warnings=40, vias=5312, hpwl dp=~9600 um, Area Growth Syn to Fin=12.1%, worst endpoint data arrival time=7.40 ns, Worst Path Required=a little under 8 ns, GP Congestion=roughly 0.94, RSZ-0062 raised after global routing=no, row count=between 50 and 60, # hold bufs at CTS=0, startpoint class of the critical path=flip-flop, Finished Core Util=34.4%, YS chip area=about 6000 um2, Sequential Area=roughly 1800 um2, number of enable flip-flop cells=0, Post-DP Area=between 6000 and 7000 um2, Critical Path Source=mod_stoper.ms_counter[5], Final Hold Fails=0, Tcrit/Tclk final=93.7%, Seq cells post-synth=~73, WL/cell=~13 um, DRT Wirelength=roughly 13000 um, Worst-Margin Slew=a little over 0.9 ns, initial antenna violation count=0, WHS=~0.34 ns, reg-to-reg setup timing slack=0.49 ns, CTS Buf Count=9, fp_density=between 30% and 40%, PD cells=about 120 nW/um2, FMAX=0.139 GHz, vias in the first global route=4783, Antenna diodes=0, ANT nets after route=0, clock root cell=clkbuf_16, pins over their slew limit=0, via/cell ratio=~5.3, CTS tree=built, final instance area=roughly 6700 um2, post-CTS sizing=0, Leak=about 2.7 nW, Chip Width=roughly 140 um, Seq/Total Area, Yosys=a little under a third, Syn Area/Cell=8.18 um2, Post-synth ARST share=around 100%, Tot Pwr=0.000787 W, Clock transition at path regs=around 0.060 ns, filler instances=approximately 2000
## worst max-delay path by stage
stage / endpoint / slack [ns] / depth (start not counted)
finish: mod_stoper.ms_ten[0] / 0.49 / 22
CTS: mod_stoper.ms_ten[0] / 0.53 / 23
global route: mod_stoper.ms_ten[0] / 0.008 / 22
## final cells by class
class | instances | area share (%)
Multi-Input combinational cell | 589 | 58.3
Sequential cell | 73 | 27.2
Tap cell | 265 | 4.94
Clock buffer | 11 | 3.47
Timing Repair Buffer | 25 | 3.32
Inverter | 34 | 1.90
Clock inverter | 5 | 0.839
## power breakdown
group          switching [W]  internal [W]    total, W
logic             0.00000694   0.000000822  0.00000777
clock network       0.000146      0.000250    0.000396
registers                  0      0.000384    0.000384
total               0.000153      0.000635    0.000787
## registers in the layout, summed over array words and instances, names as in the netlist
register / count
mod_display.U_bcd_mux.r_display_count: 3
mod_display.U_bcd_mux.r_sel_counter: 4
mod_stoper.min_counter: 4
mod_stoper.min_one: 4
mod_stoper.ms_counter: 10
mod_stoper.ms_hundred: 4
mod_stoper.ms_one: 4
mod_stoper.ms_ten: 4
mod_stoper.o_bcd_time_r: 23
mod_stoper.sec_counter: 6
mod_stoper.sec_one: 4
mod_stoper.sec_ten: 3
## cell families after synthesis
kind of cell             count (synthesis)  synth area share [%]
AND-OR/OR-AND                          240                  28.9
XOR/XNOR                                39                  5.70
adder cells (fa/ha/maj)                 27                  5.52
buffers and inverters                   70                  4.51
flip-flops                              73                  30.5
multiplexers                            14                  2.44
AND/OR/NAND/NOR                        269                  22.5
## cell usage in the layout (no fill, tap or decap), drive strengths merged, types with 9 or more instances in the layout
| cell type | count |
|---|---|
| clkbuf | 11 |
| a221oi | 11 |
| inv | 32 |
| and2 | 13 |
| a21oi | 39 |
| buf | 11 |
| nor3 | 20 |
| nand3 | 32 |
| nor2b | 10 |
| mux2i | 9 |
| o31ai | 11 |
| a31oi | 11 |
| xnor2 | 33 |
| dfrtp | 73 |
| or2 | 14 |
| nand2 | 71 |
| o211ai | 11 |
| clkdlybuf4s50 | 14 |
| ha | 24 |
| o21ai | 62 |
| and3 | 12 |
| nor2 | 60 |
## cell usage after synthesis, types with 5 or more instances
cell type   n
nand2b_1    8
and3_1     11
nor2b_1    10
nor3_1     19
xnor2_1    33
o21ai_0    59
o21a_1      8
or2_2       9
mux2i_1     9
o22ai_1     8
a41oi_1     5
mux2_2      5
nand3_1    32
a21oi_1    37
nor2_1     60
a221oi_1   10
a31oi_1    11
o211ai_1    9
dfrtp_1    73
and2_1     12
buf_1       5
clkbuf_1   25
a311oi_1    6
or3_1       6
a21o_1      7
o31ai_1    10
inv_1      31
xor2_1      6
ha_1       24
buf_2       6
nand2_1    71
## stage by stage
stage               worst slack (ns)  cells
floorplan                       1.14    732
global placement               0.741    986
detailed placement             0.569    986
CTS                            0.532   1002
global route                 0.00750   1002
finish                         0.486   1002
## worst max-delay path: stages (launching register included)
cell and delay, ns:
dfrtp_1 0.61, ha_1 0.40, o31ai_2 0.43, inv_1 0.12, ha_1 0.33, o41a_1 0.51
o32ai_1 0.41, o32ai_2 0.18, xnor2_1 0.16, a311o_1 0.38, a2111oi_4 0.57, a32oi_2 0.22
a221oi_2 0.31, o21ai_1 0.21, or4_1 0.50, o211a_2 0.16, a311o_1 0.35, o21a_1 0.14
or3_1 0.36, a31o_1 0.25, and3_4 0.16, a211oi_1 0.21, o211ai_1 0.10
## per-layer routing
| layer | vias up | GRT usage, % | share of wire [%] |
|---|---|---|---|
| li1 | 2718 | - | - |
| met1 | 2485 | 20.9 | 51 |
| met2 | 95 | 21.2 | 45 |
| met3 | 14 | 1.57 | 2.8 |
| met4 | 0 | 2.58 | 1.3 |
| met5 | - | 0 | 0 |
Power figures rest on the tool's default switching activity, not on a simulated workload.
